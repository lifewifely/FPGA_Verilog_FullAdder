**flow/design.v**
```verilog
module debounce (clk,rst,key,key_pulse);
	input clk; 
	input rst; 
	input key; 
	output key_pulse; 
	reg key_rst_pre; 
	reg key_rst_now; 
	wire key_edge; 
	always @(posedge clk or negedge rst)
		begin
			if (!rst) 
				begin
					key_rst_pre <= 1'b1; 
					key_rst_now <= 1'b1; 
				end
			else
				begin
					key_rst_now <= key; 
					key_rst_pre <= key_rst_now; 
				end
		end
	assign key_edge = key_rst_pre & (~key_rst_now); 
	reg [17:0] cnt; 
	always @(posedge clk or negedge rst)
		begin
			if(!rst)
				cnt <= 18'h0;
			else if(key_edge)
				cnt <= 18'h0;
			else
				cnt <= cnt + 1'h1;
		end  
	reg key_sec_pre; 
	reg key_sec_now;
	always @(posedge clk  or  negedge rst)
		begin
			if (!rst) 
				key_sec_now <= 1'b1;
			else if (cnt==18'h3ffff)
				key_sec_now <= key;  
		end
	always @(posedge clk or negedge rst)
		begin
			if (!rst)
				key_sec_pre <= 1'b1;
			else
				key_sec_pre <= key_sec_now;
		end
	assign key_pulse = key_sec_pre & (~key_sec_now); 
endmodule
module FullAdder(a,b,c1,c2,s);
	input[3:0]a;
	input[3:0]b;
	input c1;
	output c2;
	output[7:0]s;
	wire [3:0]var1;
	wire [3:0]var2;
	wire [3:0]var3;
	wire [2:0]var4;
	xor xor1(var1[0],a[0],b[0]);
	xor xor2(s[0],var1[0],c1);
	and and1(var2[0],a[0],b[0]);
	and and2(var3[0],c1,var1[0]);
	or or1(var4[0],var2[0],var3[0]);
	xor xor3(var1[1],a[1],b[1]);
	xor xor4(s[1],var1[1],var4[0]);
	and and3(var2[1],a[1],b[1]);
	and and4(var3[1],var4[0],var1[1]);
	or or2(var4[1],var2[1],var3[1]);
	xor xor5(var1[2],a[2],b[2]);
	xor xor6(s[2],var1[2],var4[1]);
	and and5(var2[2],a[2],b[2]);
	and and6(var3[2],var4[1],var1[2]);
	or or3(var4[2],var2[2],var3[2]);
	xor xor7(var1[3],a[3],b[3]);
	xor xor8(s[3],var1[3],var4[2]);
	and and7(var2[3],a[3],b[3]);
	and and8(var3[3],var4[2],var1[3]);
	or or4(c2,var2[3],var3[3]);
	assign s[4]=c2;
endmodule
module FullAdderFour(input clk,input rst,input key_a,input key_b,input key_cal,input[3:0]sw_dig,output[8:0]seg_rt,output[8:0]seg_lt,output[2:0]led);
	reg[8:0]seg[15:0]; 
	reg[3:0]add1; 
	reg[3:0]add2; 
	reg[7:0]sum; 
	reg[3:0]seg_data[1:0]; 
	reg led_data[2:0];
	wire[3:0]add1_pcd;
	wire[3:0]add2_pcd;
	wire[7:0]sum_pcd;
	wire c_c1;
	wire[3:0]c_c2;
	wire key_a_dbs;
	wire key_b_dbs;
	wire key_cal_dbs;
	assign add1_pcd = add1;
	assign add2_pcd = add2;
	assign c_c1 = 0;
	initial begin
		seg[0] <= 9'h3f;
		seg[1] <= 9'h06;
		seg[2] <= 9'h5b;
		seg[3] <= 9'h4f;
		seg[4] <= 9'h66;
		seg[5] <= 9'h6d;
		seg[6] <= 9'h7d;
		seg[7] <= 9'h07;
		seg[8] <= 9'h7f;
		seg[9] <= 9'h6f;
		seg[10] <= 9'h40;
		sum <= 0;
		led_data[0] <= 1;
		led_data[1] <= 1;
		led_data[2] <= 1;
	end
	always@(posedge clk or negedge rst)begin
		if(!rst)begin
			seg_data[0] <= 10;
			seg_data[1] <= 10;
			led_data[0] <= 1;
			led_data[1] <= 1;
			led_data[2] <= 1;
			sum <= 0;
		end
		else if(!key_a)begin
			add1 <= sw_dig;
			led_data[0] <= 0;
			led_data[1] <= 1;
			led_data[2] <= 1;
			if(add1 > 9)
				{seg_data[1],seg_data[0]} <= add1 + 4'd6; 
			else
				seg_data[0] <= add1;
		end
		else if(!key_b)begin
			add2 <= sw_dig;
			led_data[0] <= 0;
			led_data[1] <= 0;
			led_data[2] <= 1;
			if(add2 > 9)
				{seg_data[1],seg_data[0]} <= add2 + 4'd6;
			else
				seg_data[0] <= add2;
		end
		else if(!key_cal)begin
			sum<=sum_pcd;
			led_data[0] <= 1;
			led_data[1] <= 1;
			led_data[2] <= 0;
			if(sum > 29)
				{seg_data[1],seg_data[0]} <= sum + 8'd18;
			else if(sum > 19)
				{seg_data[1],seg_data[0]} <= sum + 8'd12;
			else if(sum > 9)
				{seg_data[1],seg_data[0]} <= sum + 4'd6;
			else
				{seg_data[1],seg_data[0]} <= sum;
		end
		else if(!sum)begin 
			if(sw_dig < 10)begin
				seg_data[0] <= sw_dig;
				seg_data[1] <= 0;end
			else begin
				seg_data[0] <= sw_dig-10;
				seg_data[1] <= 1;end
		end
	end
	FullAdder FA1(
		.a(add1_pcd),
		.b(add2_pcd),
		.c1(c_c1),
		.s(sum_pcd),
		.c2(c_c2)
		);
	debounce BD1(
		.clk(clk),
		.rst(rst),
		.key(key_a),
		.key_pulse(key_a_dbs)
		);
	debounce BD2(
		.clk(clk),
		.rst(rst),
		.key(key_b),
		.key_pulse(key_b_dbs)
		);
	debounce BD3(
		.clk(clk),
		.rst(rst),
		.key(key_cal),
		.key_pulse(key_cal_dbs)
		);
	assign seg_rt = seg[seg_data[0]];
	assign seg_lt = seg[seg_data[1]];
	assign led[0] = led_data[0];
	assign led[1] = led_data[1];
	assign led[2] = led_data[2];
endmodule
```
**flow/run.sh**
```bash
#!/bin/bash
# OpenROAD 26Q1-2900-gdf79404cd8, Yosys 0.63+post, stock flow scripts
make -C /OpenROAD-flow-scripts/flow DESIGN_CONFIG=/design/flow/config.mk WORK_HOME=/design/flow/orfs finish
```
**flow/config.mk**
```make
export PLATFORM = sky130hd
export DESIGN_NAME = FullAdderFour
export DESIGN_NICKNAME = FullAdderFour
export VERILOG_FILES = /design/flow/design.v
export SDC_FILE = /design/flow/constraint.sdc
export NUM_CORES = 4
export LEC_CHECK = 1
export CORE_AREA = 10 10 99 99
export DIE_AREA = 0 0 109 109
```
**flow/constraint.sdc**
```tcl
current_design FullAdderFour

set clk_period 4.3
set clk_io_pct 0.2

create_clock -name clk0 -period $clk_period [get_ports {clk}]

set non_clock_inputs [all_inputs -no_clocks]
set_input_delay [expr $clk_period * $clk_io_pct] -clock clk0 $non_clock_inputs
set_output_delay [expr $clk_period * $clk_io_pct] -clock clk0 [all_outputs]
```
==> changes_impl.md <==
### Physical design

- Synth async-reset ratio: 0.652
- Power Density: 337 nW/um^2
- Setup repair after global routing missed its margin: no
- Synth Area per Inst: 8.85 um^2
- Post-synth seq share: 0.339
- Fill count: 819
- Worst IR Drop VDD: 0.158 mV
- Ant. Diodes: 0
- R2R Setup Slk: 2.16 ns
- Hold Vio Cnt, Final: 0
- Largest net degree at the start of global routing: 18
- Post-Syn Instances: 208
- Worst path max stage delay: 0.63 ns
- # H-tree levels: 1
- Tool warnings: 34
- Max clock buf depth: 2
- Inst Count DP: 321
- Max Cap Viol: 0
- CTS resizes: 0
- Synth warnings: 8
- Final setup violation count: 0
- Synth Cell Area: 1840 um^2
- Cell type with the largest total area after synthesis: edfxtp_1
- Die Y-Extent: 109 um
- Worst-Margin Slew: 0.768 ns
- Crit path DRT: 3.44 ns
- Setup Crit Path Kind: reg2out
- Achievable clock frequency: 0.336 GHz
- Crit path capture type: primary output
- Hold Crit Depth: 2
- Element type at the critical path start: register
- CP cell instances: inv_1 -> ha_1 -> nand2_1 -> nor3b_1 -> a21oi_1 -> clkdlybuf4s50_1
- Vias in the first global route: 1448
- First-pass DRT Iterations: 4
- WL/cell: 13.1 um
- Setup WS post-layout: 1.33 ns
- Initial antenna violation count: 0
- Pre-CTS WS: 1.34 ns
- Core Region: 7730 um^2
- Die Size: 11900 um^2
- Final worst-path cycle share: 0.692
- Cts bufs inserted: 3
- Final std cells w/o fill: 325
- Post-DP HPWL: 3320 um
- Skew final: 0.00502 ns
- Io pins: 30
- Late-Pin Clk Latency: 0.27 ns
- Sum Neg Setup Slack: 0 ns
- Worst Hold Class: reg2reg
- Commonest flop: edfxtp_1
- Yosys cell types: 52
- CTS tree: yes
- Area leader share: 0.131
- Row count: 32
- Setup bufs post-CTS: 0
- Slowest stage cell, crit path: dfstp_2
- Area delta synth->final: 17.9%
- Total Power: 0.731 mW
- Number of synthesized register bits: 23
- Max_slew headroom: 0.486
- YS chip area: 1840 um^2
- Initial DRC count: 86
- Cells in synth_stat.txt: 208
- Remaining antenna violation count: 0
- Fp util: 0.238
- Tot GR Track Use: 0.0723
- Vias: 1472
- CTS sink count: 23
- Leakage: 0.861 nW
- Post-CTS Hold Fix Bufs: 0
- Routability Congestion: 0.861
- CP max FO: 9
- Status: completed
- Arrival time at the worst endpoint: 2.11 ns
- IO Port Bufs: 25
- Via-to-Cell Ratio: 4.53
- Final tally of max-slew violations: 0
- Clk slew on worst S/H paths: 0.08 ns
- Top cells, area: edfxtp_1 (13%), dfrtp_1 (11%), ha_1 (11%)
- Die width: 109 um
- Layout cells sized above 1: 0.0897
- Worst reg2reg path depth: 6
- Total grt overflow: 0
- DRC Markers: 0
- Flip-flops with a built-in enable: 8
- WL final: 4240 um
- First-pass GRT wire length: 7100 um
- CTS root buffer: clkbuf_8
- Min Tclk post-route: 2.97 ns
==> cell usage in the layout, fill, tap and decap left out, types with 4 or more instances in the layout <==
| cell | netlist | routed |
|---|---|---|
| ha_1 | 16 | 16 |
| clkdlybuf4s50_1 | 0 | 25 |
| nand2_1 | 14 | 14 |
| inv_1 | 20 | 20 |
| nand3_1 | 8 | 8 |
| a21oi_1 | 17 | 17 |
| conb_1 | 1 | 4 |
| edfxtp_1 | 8 | 8 |
| o21ai_0 | 25 | 25 |
| nor2_1 | 12 | 12 |
| dfrtp_1 | 8 | 8 |
| dfstp_2 | 7 | 7 |
| nand2b_1 | 4 | 4 |
| nor2b_1 | 4 | 4 |
==> Yosys cell counts (4+ instances only) <==
cell type	n
a21oi_1	17
buf_2	5
buf_4	8
dfrtp_1	8
dfstp_2	7
edfxtp_1	8
ha_1	16
inv_1	20
nand2_1	14
nand2b_1	4
nand3_1	8
nor2_1	12
nor2b_1	4
o21ai_0	25
==> power by group <==
part	internal [mW]	total (mW)	switching [mW]
combinational	0.154	0.286	0.132
sequential	0.259	0.308	0.0495
clock	0.0656	0.137	0.0716
total	0.478	0.731	0.253
==> routing by layer <==
layer	vias to the layer above	global-route usage	routed length [um]	share of wire
met2	34	0.110	1930	0.45
met1	688	0.110	2080	0.49
met4	0	0.00565	10	0.0024
met5	-	0	0	0
met3	2	0.0119	223	0.053
li1	748	-	-	-
==> worst max-delay path, delay by kind of cell, from the launching register on <==
| family | cells | cell delay, ns |
|---|---|---|
| buffers and inverters | 2 | 0.59 |
| DFF | 1 | 0.63 |
| adders and majority gates | 1 | 0.28 |
| AOI/OAI and AO/OA | 1 | 0.14 |
| and+or+nand+nor | 2 | 0.21 |
==> registers in the layout, indices dropped and copies added, names as in the netlist <==
| signal | flops |
|---|---|
| seg_data | 7 |
| sum | 5 |
| add2 | 4 |
| led_data | 3 |
| add1 | 4 |
==> final timing paths <==
kind | from | endpoint
max | seg_data[0][1] | seg_rt[3]
min | led_data[0] | led_data[0]
max reg2reg | add1[0] | sum[3]
min reg2reg | led_data[0] | led_data[0]
max in group asynchronous | rst | seg_data[0][0]
min in group asynchronous | rst | sum[0]
==> area by class of cell <==
type                       count  area (um^2)  share of cell area
clock inverter                 1         7.51             0.00346
inverter                      21         78.8              0.0363
multi-input combinational    150         1040               0.480
sequential                    23          624               0.288
tap                          102          128              0.0588
clock buffer                   3         41.3              0.0190
timing repair buffer          25          250               0.115
==> metrics by stage <==
step	cell area [um^2]	util	hold WS (ns)
final	2170	0.281	0.473
after global placement	2120	0.275	0.466
after CTS	2170	0.281	0.479
after floorplan	1850	-	0.446
after detailed placement	2120	0.275	0.466
after global routing	2170	0.281	0.497
==> kinds of logic (layout without fill, tap and decap cells) <==
logic type	Yosys count	after routing	synth area share
AOI/OAI and AO/OA	67	67	0.235
and+or+nand+nor	55	55	0.156
buffers and inverters	38	50	0.101
DFF	23	23	0.339
adders and majority gates	19	19	0.141
xor gates and xnor gates	4	4	0.0190
other	1	4	0.00204
muxes	1	1	0.00612
Power and IR drop assume default switching activity.
